==> flow/run.sh <==
#!/bin/bash
# OpenROAD 26Q1-2900-gdf79404cd8, Yosys 0.63+post, stock flow scripts
make -C /OpenROAD-flow-scripts/flow DESIGN_CONFIG=/design/flow/config.mk WORK_HOME=/design/flow/orfs finish
==> flow/config.mk <==
export PLATFORM = sky130hd
export DESIGN_NAME = top
export DESIGN_NICKNAME = top
export VERILOG_FILES = /design/flow/design.v
export SDC_FILE = /design/flow/constraint.sdc
export NUM_CORES = 4
export LEC_CHECK = 1
export CORE_AREA = 10 10 70 70
export DIE_AREA = 0 0 80 80
==> flow/constraint.sdc <==
current_design top

set clk_period 2.5
set clk_io_pct 0.2

create_clock -name clk0 -period $clk_period

set non_clock_inputs [all_inputs -no_clocks]
set_input_delay [expr $clk_period * $clk_io_pct] -clock clk0 $non_clock_inputs
set_output_delay [expr $clk_period * $clk_io_pct] -clock clk0 [all_outputs]
==> flow/design.v <==
module adder4(input [3:0] a, input [3:0] b, output [4:0] s);
    wire [2:0] c;
    full_adder a1(.a(a[0]), .b(b[0]), .ci(0), .s(s[0]), .co(c[0]));
    full_adder a2(.a(a[1]), .b(b[1]), .ci(c[0]), .s(s[1]), .co(c[1]));
    full_adder a3(.a(a[2]), .b(b[2]), .ci(c[1]), .s(s[2]), .co(c[2]));
    full_adder a4(.a(a[3]), .b(b[3]), .ci(c[2]), .s(s[3]), .co(s[4]));
endmodule
module top (input [3:0] a, input [3:0] b, output [4:0] s_inv);
    wire [4:0] s;
    adder4 adder(.a(a), .b(b), .s(s));
    assign s_inv = ~s;
endmodule
module full_adder(input a, input b, input ci, output s, output co);
    assign s = a ^ b ^ ci;
    assign co = (a & b) | (a & ci) | (b & ci);
endmodule
==> impl_summary.log <==
[report] extracting results
[metrics] detailed-routing iteration count for the pre-antenna-repair pass: 1
[metrics] outcome: finished with violations
[metrics] cell taking the most area after synthesis: sky130_fd_sc_hd__fa_1
[metrics] fin crit period: 2.53 ns
[metrics] total negative setup slack: -0.0284 ns
[metrics] port buffer count: 13
[metrics] Static Leakage: approximately 0.00012 µW
[metrics] aggregate global routing overflow: 0
[metrics] CTS hold repair buffers: 0
[metrics] Final Hold Vio Count: 0
[metrics] Yosys warnings: 1
[metrics] area share of the largest cell type after synthesis: 0.585
[metrics] per-cell routed wire length: about 6.0 µm
[metrics] Post-Syn Area: around 100 µm²
[metrics] post-layout instance count excluding filler cells: between 70 and 80
[metrics] core region area: 3420 µm²
[metrics] layout overhead on the synthesized area: 184%
[metrics] grt met2 use: 0.0193
[metrics] via count of the first global-routing pass: approximately 110
[metrics] RSZ-0062 raised after global routing: true
[metrics] total track usage: 0.0125
[metrics] relative slew slack: 0.948
[metrics] stage-log warning count: 34
[metrics] library cell contributing the largest single delay on the critical path: sky130_fd_sc_hd__fa_2
[metrics] power per cell area: 148 nW/µm²
[metrics] dominant cell type by count on the critical path: sky130_fd_sc_hd__fa_2
[metrics] sequential share of the synthesized area: 0
[metrics] # clk buffers: 0
[metrics] fraction of final layout cells with drive strength greater than 1: 0.560
[metrics] Antenna diodes: 0
[metrics] post-detailed-route DRC marker count: 0
[metrics] largest stage delay on the critical path: 0.52 ns
[metrics] Final Slew Violations: 0
[metrics] cell total in the yosys stat output: 12
[metrics] violated checks: setup timing
[metrics] number of sequential storage elements: 0
[metrics] Critical Path End Type: output port
[metrics] setup slack after layout: -0.0284 ns
[metrics] actual transition at the worst max-transition pin: slightly below 0.08 ns
[metrics] Die W: 80 µm
[metrics] IO Count: 13
[metrics] path type of the worst setup path: in -> out
[metrics] mean instance size in the synthesized netlist: 8.55 µm²
[metrics] global-route track usage on met1: 0.0180
[metrics] die area: 6400 µm²
[metrics] largest cells by area after synthesis: sky130_fd_sc_hd__fa_1 59%, sky130_fd_sc_hd__inv_1 29%, sky130_fd_sc_hd__ha_1 12%
[metrics] top cells by count: 8 x sky130_fd_sc_hd__inv_1, 3 x sky130_fd_sc_hd__fa_1, 1 x sky130_fd_sc_hd__ha_1
[metrics] violation count after the first detailed-routing iteration: 0
[metrics] global routing met3 resource utilization: 0.00341
[metrics] final routed wirelength across all metal layers: 428 µm
[metrics] fill count: 416
[metrics] Pre-Place Util: 0.0300
[metrics] Hold/Removal Path Class: in -> out
[metrics] via count: 111
[metrics] maximum fanout along the worst path: 1
[metrics] Storage cell area: 0 µm²
[metrics] via density per instance: 1.56
[metrics] power consumption: approximately 43 µW
[metrics] routability-driven placement congestion ratio: 0.696
[metrics] startpoint type of the worst setup path: input pin
[metrics] yosys stat area: 103 µm²
[metrics] max-cap viol count: 0
[metrics] worst ir drop on vdd: 0.0228 mV
[metrics] instance count of the mapped netlist: 12
[metrics] Setup Viol. Count Final: 1
[metrics] Non-Filler Cell Area, Final: 292 µm²
[metrics] pin count of the biggest net entering global routing: 2
[metrics] ratio of final minimum period to clock period: 1.01
[metrics] Placement Cell Area: 290 µm²
[metrics] vertical die dimension: 80 µm
[metrics] most utilized layer in the global route result: met2
[metrics] ordered cell list for the critical path: buf_6 -> ha_4 -> inv_2 -> fa_2 -> fa_2 -> fa_2 -> buf_2
[metrics] most frequently used cell type in the post-synthesis netlist: sky130_fd_sc_hd__inv_1
[metrics] Final ANT Viol Nets: 0
[metrics] worst path arrival time: between 2 and 2.5 ns
[metrics] first-pass GRT wire length: 607 µm
[metrics] Cell Type Count: 3
[metrics] dpl hpwl: 422 µm
[metrics] placed cell count: 71
[metrics] data required time of the worst path: 2.00 ns
[metrics] initial antenna violation count: 0
[metrics] achievable clock frequency: 0.396 GHz
[metrics] number of rows created at floorplan: 21
-- final cells by class --
class | instances | area, µm² | area share
Tap cell | 46 | 57.6 | 0.197
Timing Repair Buffer | 13 | 111 | 0.382
Inverter | 8 | 30.0 | 0.103
Multi-Input combinational cell | 4 | 92.6 | 0.318
-- final timing paths --
check  start       end  slack, ns  cells after the start
min     a[0]  s_inv[0]       1.62                      4
max     b[0]  s_inv[3]      -0.03                      7
-- logic make-up after synthesis --
family / Yosys count / share of synthesized area
adder cells (fa/ha/maj): 4 / 0.707
buffers and inverters: 8 / 0.293
-- metrics by stage --
| step | setup slack (ns) | util | hold slack [ns] |
|---|---|---|---|
| final | -0.0284 | 0.0853 | 1.62 |
| after global routing | -0.0731 | 0.0853 | 1.65 |
| after global placement | -0.936 | 0.0850 | 2.05 |
| after detailed placement | -0.942 | 0.0850 | 2.05 |
| after floorplan | 0.142 | - | 1.11 |
| after CTS | -0.124 | 0.0864 | 1.65 |
-- repair_timing --
action / CTS / global route
hold endpoints to repair: 0 / 0
pin swaps: 4 / 3
endpoints found under the setup margin: 4 / 2
setup buffers: 0 / 0
resized: 27 / 4
-- layer usage --
| metal | vias to the layer above | part of all wire |
|---|---|---|
| met2 | 9 | 0.40 |
| met4 | 0 | 0 |
| met3 | 0 | 0.13 |
| li1 | 55 | - |
| met5 | - | 0 |
| met1 | 47 | 0.46 |
-- cells in the final DEF, fill, tap and decap left out --
master,count
sky130_fd_sc_hd__fa_2,3
sky130_fd_sc_hd__inv_1,4
sky130_fd_sc_hd__inv_2,4
sky130_fd_sc_hd__buf_6,2
sky130_fd_sc_hd__dlygate4sd2_1,1
sky130_fd_sc_hd__clkbuf_2,1
sky130_fd_sc_hd__buf_2,3
sky130_fd_sc_hd__ha_4,1
sky130_fd_sc_hd__clkdlybuf4s50_1,6
-- where the power goes --
| group | switching [µW] | leakage [µW] | internal [µW] | total (µW) |
|---|---|---|---|---|
| clock | 0 | 0 | 0 | 0 |
| sequential | 0 | 0 | 0 | 0 |
| combinational | 13.9 | 0.000120 | 29.4 | 43.2 |
-- worst max-delay path: cells and delay by family --
family / cells / cell delay [ns]
fa+ha+maj: 4 / 1.32
buf+inv: 3 / 0.20
Power is estimated from default activity; no workload was simulated.
