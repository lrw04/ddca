--- ./run.sh ---
#!/bin/bash
# OpenROAD 26Q1-2900-gdf79404cd8, Yosys 0.63+post, stock flow scripts
make -C /OpenROAD-flow-scripts/flow DESIGN_CONFIG=/design/flow/config.mk WORK_HOME=/design/flow/orfs finish
--- ./config.mk ---
export PLATFORM = sky130hd
export DESIGN_NAME = fsm
export DESIGN_NICKNAME = fsm
export VERILOG_FILES = /design/flow/design.v
export SDC_FILE = /design/flow/constraint.sdc
export NUM_CORES = 4
export LEC_CHECK = 1
export CORE_AREA = 10 10 70 70
export DIE_AREA = 0 0 80 80
--- ./constraint.sdc ---
current_design fsm

set clk_period 1.4
set clk_io_pct 0.2

create_clock -name clk0 -period $clk_period [get_ports {clock}]

set non_clock_inputs [all_inputs -no_clocks]
set_input_delay [expr $clk_period * $clk_io_pct] -clock clk0 $non_clock_inputs
set_output_delay [expr $clk_period * $clk_io_pct] -clock clk0 [all_outputs]
--- ./design.v ---
module fsm(input reset, input left, input right, input clock, output [5:0] led);
reg [2:0] state;
wire [2:0] next;
next_state ns(.reset(reset), .left(left), .right(right), .cur(state), .next(next));
output_logic ol(.state(state), .led(led));
always @(posedge clock) begin
    state <= next;
end
endmodule
module next_state (input reset, input left, input right, input[2:0] cur, output reg [2:0] next);
always @(*) begin
    if (reset) next <= 3'd0;
    else begin
        if ((3'd1 <= cur && cur <= 3'd2) || (3'd5 <= cur && cur <= 3'd6))
            next <= cur + 1;
        else if (cur == 3'd3 || cur == 3'd7)
            next <= 0;
        else if (left)
            next <= 1;
        else if (right)
            next <= 5;
        else next <= 0;
    end
end
endmodule
module output_logic (input [2:0] state, output reg [5:0] led);
always @(*) begin
    if (state == 3'd0) led <= 6'b000000;
    else if (state == 3'd1) led <= 6'b001000;
    else if (state == 3'd2) led <= 6'b011000;
    else if (state == 3'd3) led <= 6'b111000;
    else if (state == 3'd4) led <= 6'b101010;
    else if (state == 3'd5) led <= 6'b000100;
    else if (state == 3'd6) led <= 6'b000110;
    else led <= 6'b000111;
end
endmodule
==> summary.txt <==
The implementation run finished. The run finished, with violations left. The checks that failed: negative setup slack. For this design, the slowest cell found on the critical path is sky130_fd_sc_hd__or4b_1. Ranking logic cells in the layout by count gives the top entries sky130_fd_sc_hd__buf_4 (13), sky130_fd_sc_hd__buf_6 (6), sky130_fd_sc_hd__buf_2 (5). All-layer global routing usage landed at 3.08%.

Overall via count from detail_route landed at around 360. Per the placement log, port buffering inserted 9 buffers. The critical path in this run is classified as reg2reg.

After technology mapping, the gate count stands at 32. Clock insertion delay at the later pin of the skew report landed at 0.24 ns. Data arrives at the worst endpoint at 1.84 ns.

Cell area after synthesis landed at ~270 µm². In this run the power density over the cells is around 710 nW/µm². The number of clock buffers added by TritonCTS is 3. Compound-cell area share of the yosys netlist landed at about a fifth.

Setup TNS landed at -1.66 ns. The total overflow left after global routing is 0. Worst setup slack before clock tree synthesis landed at -0.362 ns. Per the OpenROAD floorplan log, the area of the core is roughly 3400 µm².

Total of endpoints with negative setup slack in the final report landed at 7. Chip footprint landed at 6400 µm². In the CTS report, the clock slew at the register clock pins of the worst setup and hold paths is listed as around 0.040 ns. The register with the most flip-flops in the final layout is state. The worst setup path is captured at a register. From left edge to right edge, the die measures about 80 µm. Number of core rows landed at 21. By instance count, the cell type seen most on the critical path is sky130_fd_sc_hd__buf_6. Max-capacitance violation count landed at 0.

The final antenna diode tally reported by the flow is 0. The routed design could run at a clock period as short as between 1.5 and 2 ns. Register bit count reported by yosys landed at 3. Number of design rule violations left after detail routing landed at 0. In the routed layout, each cell is associated on average with a via count of between 3 and 4. Leakage power of the design landed at between 0.2 and 0.3 nW. The first global-routing pass estimated around 1700 µm of wire.

Setup repair after global routing could not meet its margin everywhere. The critical path maximum fanout is 4. Unique cell type count in the Yosys netlist landed at 18.

Before placement the cells fill 7.88% of the core. After Yosys synthesis, XOR and XNOR cells account for a little under a tenth of the synthesized area. Count of routing violations after the opening detailed-route iteration landed at 17.

Counting endpoints that fail hold in the final report gives 0. Register share after synthesis landed at roughly 22%. The worst setup path is launched from a register. Remaining antenna violation count after routing landed at 0. Number of warnings issued by yosys landed at 3. The register with the most flip-flops in the layout has 3 of them. Cell count in the Yosys report landed at 32. The final critical path takes up 121% of the cycle. Number of global-route vias before repair landed at between 300 and 400. The cell sequence reported for the critical path is buf_6 > ha_4 > ha_4 > buf_6 > buf_6 > nor2_4 > or4b_1 > o31ai_1. TritonCTS built the clock tree. The final max-slew violation count recorded for this run is 0. In this run, the synthesized area fraction spent on adder and majority cells is recorded as 18.6%. Per the post-run analysis, buffers plus inverters along the critical path come to 3. Count of H-tree levels built during CTS landed at 1. In this design, the largest share of critical-path delay is due to simple AND/OR/NAND/NOR gates.

Per the run report, area growth between synthesis and finish was 146%. Fmax landed at slightly below 600 MHz. Entering global routing, the biggest net connects 7 pins.

In the final layout, the share of cells above drive strength 1 is 67.2%. Actual transition at the worst max-transition pin landed at between 0.2 and 0.25 ns. Final hold analysis gives a worst-case slack of approximately 0.7 ns. The synthesized netlist has a Yosys-reported chip area of ~270 µm². Grouping non-sequential cells by family puts the most area in simple AND/OR/NAND/NOR gates.

Before antenna repair, the detailed router went through 2 iterations. Post-synthesis area per instance landed at about 8.4 µm². STA puts the critical path data required time at between 1.5 and 2 ns. OpenROAD warning count landed at 29. Routed length per placed instance landed at around 9 µm. Total length of routed wires landed at roughly 1000 µm. Worst clock skew on the final layout landed at between 0.002 and 0.003 ns. Per the slew report, the remaining headroom to the max-slew limit stands at a little under nine tenths. After clock tree synthesis, the flow added hold-fix buffers numbering 0.

Simple-gate share of the synthesized area landed at between 20% and 30%. Per the timing report, the most critical flop-to-flop path originates at state[1]. Worst setup slack after layout landed at -0.295 ns. Note that the worst hold path type here is in2reg.

The largest registers in the layout are state x3. In this run the count of I/O pins placed on the die edge is 10. Weighted congestion at the end of routability-driven global placement landed at 0.813. Per the cell usage report, the commonest logic cell in the layout is sky130_fd_sc_hd__buf_4. Buffer depth of the longest clock path landed at 2. Looking at the clock tree report, the root buffer type is sky130_fd_sc_hd__clkbuf_4. Maximum resistive drop on vdd landed at 0.000184 V. Die height landed at ~80 µm. According to the timing report, the critical path is launched from state[1]. STA lists the startpoint of the worst hold path as right. Clock net sink count landed at 3. Multiplexer area fraction after synthesis landed at around 3.7%.

Number of antenna violations at the first check in global routing landed at 0. On the worst path, the slowest cell contributes a delay of about 0.43 ns.
==> area by class of cell <==
cell class / instances / area (µm²)
fill: 365 / 2760
multi-input combinational: 26 / 270
timing repair buffer: 28 / 225
sequential: 3 / 67.6
tap: 46 / 57.6
clock buffer: 4 / 26.3
inverter: 3 / 13.8
==> path summary, 6_finish.rpt <==
path                            endpoint  slack [ns]  cells past startpoint
worst max-delay path            state[0]       -0.30                      8
worst min-delay path            state[2]        0.70                      3
worst max register to register  state[0]       -0.30                      8
worst min register to register  state[1]        0.70                      3
==> tightest hold or removal path: cells and delay by family <==
| kind | cells | cell delay [ns] |
|---|---|---|
| buffers and inverters | 1 | 0.42 |
| and+or+nand+nor | 1 | 0.12 |
| AOI/OAI and AO/OA | 1 | 0.07 |
==> per-stage QoR <==
| step | instance area (µm²) | std cells | util [%] | total power, mW |
|---|---|---|---|---|
| 2_1_floorplan | 287 | 32 | - | 0.170 |
| 3_3_place_gp | 524 | 99 | 15.3 | 0.276 |
| 3_5_place_dp | 524 | 99 | 15.3 | 0.279 |
| 4_1_cts | 647 | 108 | 18.9 | 0.461 |
| 5_1_grt | 661 | 110 | 19.3 | 0.511 |
| 6_report | 661 | 110 | 19.3 | 0.467 |
==> cell usage after synthesis (all sizes together) <==
library cell	count	area (µm²)
o31ai	1	7.51
nor3b	1	7.51
nand4b	1	8.76
xnor2	1	8.76
mux2i	1	10.0
nor3	1	5.00
o21a	1	7.51
nand2b	1	6.26
or4b	1	10.0
a21oi	3	15.0
nor2	5	18.8
inv	3	11.3
xor2	1	16.3
ha	4	50.1
nor2b	1	6.26
o21ai	2	10.0
dfxtp	3	60.1
o31a	1	10.0
==> layer usage <==
layer  GRT usage (%)  part of all wire (%)
met5               0                     0
met4            1.06                   2.6
met3           0.795                   5.0
met2            5.38                    53
met1            3.53                    39
==> power breakdown <==
group	switching [mW]	total, mW	internal (mW)
registers	0.0110	0.104	0.0929
clock network	0.0477	0.155	0.107
logic	0.0804	0.209	0.128
total	0.139	0.467	0.328
==> kinds of logic after synthesis <==
family | after synthesis
AOI/OAI and AO/OA | 8
and+or+nand+nor | 11
DFF | 3
adders and majority gates | 4
buffers and inverters | 3
muxes | 1
xor gates and xnor gates | 2
==> what timing repair did <==
item,4_1_cts,5_1_grt
endpoints found under the setup margin,8,8
setup buffers,6,4
pin swaps,6,7
resized,35,8
Power is estimated from default activity; no workload was simulated.
