==> run.sh <==
#!/bin/bash
# OpenROAD 26Q1-2900-gdf79404cd8, Yosys 0.63+post, stock flow scripts
make -C /OpenROAD-flow-scripts/flow DESIGN_CONFIG=/design/flow/config.mk WORK_HOME=/design/flow/orfs finish
==> config.mk <==
export PLATFORM = sky130hd
export DESIGN_NAME = clock_divider
export DESIGN_NICKNAME = clock_divider
export VERILOG_FILES = /design/flow/design.v
export SDC_FILE = /design/flow/constraint.sdc
export NUM_CORES = 4
export LEC_CHECK = 1
export CORE_AREA = 10 10 77 77
export DIE_AREA = 0 0 87 87
==> constraint.sdc <==
current_design clock_divider

set clk_period 4.5
set clk_io_pct 0.2

create_clock -name clk0 -period $clk_period [get_ports {clkin}]

set non_clock_inputs [all_inputs -no_clocks]
set_input_delay [expr $clk_period * $clk_io_pct] -clock clk0 $non_clock_inputs
set_output_delay [expr $clk_period * $clk_io_pct] -clock clk0 [all_outputs]
==> design.v <==
module clock_divider
    #(parameter width = 32,
      parameter coeff = 32'h100000)
    (input clkin, input reset, output clkout);
reg [width - 1:0] counter;
always @(posedge clkin) begin
    if (reset)
        counter <= 0;
    else
        counter <= (counter + 1) % coeff;
end
assign clkout = counter == 0;
endmodule
==> run summary <==
Flow results follow.

The share of the synthesized area in the top cell type is 0.4330. The power density over the cells is 313.3 mW/mm^2. For this configuration, the core starts out at a cell density of 0.2124. The post-synthesis register bit count is 20. The share of total power dissipated in combinational logic is 0.042. The count of instances resized after the clock tree is built is 0. The CTS tree is yes.

Once detail routing completed, the nets flagged for antenna violations numbered 0. The power share of the sequential group is 0.550. The violation tally recorded at the end of detailed-routing iteration 0 is 64.

Looking at the clock tree report, the H-tree level count equals 1. The flow ran to the end, and the final reports show no timing, DRC or antenna violations. The core region is 0.004354 sq mm. The number of cell instances after yosys synthesis is 108. The final timing report counts setup violations totalling 0. The via count of the first global-routing pass is 668. The first global-routing pass estimated 3187 um of wire. CTS saw 20 sinks.

STA on the placed design reports a worst setup slack of 1981 ps. The number of maximum-capacitance violations recorded for the run is 0. Setup slack on the critical path of the routed design comes to 1731 ps. The number of placed I/O pins is 3. The fraction of met1 tracks used by global routing is 0.07507. The final global-route overflow total is 0.

The arrival time at the worst endpoint is 1870 ps. The count of final hold-check violations is 0. The global routing report lists combined usage of all routing layers as 0.04953.

The number of enable-type register cells in the synthesized netlist is 0. The layout cell share with drive strength beyond 1 is 0.07143. The remaining max-slew budget at the tightest pin is 0.4908. Input and output buffers added on the ports amount to 2. The number of flip-flops in the largest register is 20. The number of diodes is 0. At the later pin of the worst-skew pair, clock insertion delay measures 260 ps.

The OpenROAD warning count is 26. Switching power as a fraction of the total was reported as 0.2020. The number of DRC violations after detailed routing is 0. The static leakage is 0.3200 nW.

For the pin with the worst max-slew slack, the measured transition is 761.3 ps. The switching component of the power was reported as 0.06693 mW. Counting pins that exceed their max-slew limit in the final report gives 0. The routability congestion estimate from global placement is 0.8238. The number of buffers added by the clock tree synthesis step is 3.

In this run the clock root is driven by a sky130_fd_sc_hd__clkbuf_8. STA classifies the critical path startpoint as a register. In this run the horizontal extent of the chip is 87 um. In the placement report, post-DP HPWL is listed as 1183 um.

The biggest area contributor in the post-synthesis netlist is sky130_fd_sc_hd__dfxtp_1. For this run, the number of Yosys warnings is 1. In the synthesized netlist, the number of instances is 108. In the finished design, the share of the clock period the worst path needs comes to 0.6153.

The count of cell types in the netlist is 25. The registers reported with the highest flop counts are counter (20). The global-route layer with the greatest usage is met1. From synthesis to final layout, the design area changed by 14.34%. Per the repair_timing log after CTS, setup buffers inserted total 0. The post-synthesis average cell area is 8.561 sq um. The number of search-and-repair iterations in the first detailed-routing pass is 2. The initial antenna violation count is 0. Static timing analysis puts the maximum clock frequency at 0.3612 GHz.

Across the routed clock network, the largest skew measured is 6.000 ps. The required time of the worst setup path is 3600 ps. Subtracting the final worst setup slack from the clock period gives 2769 ps. In the post-synthesis netlist, the cell with the most instances is sky130_fd_sc_hd__dfxtp_1.

In this run, post-CTS hold repair placed 0 buffers. The worst hold path class is reg -> reg. The global-route met3 utilization is 0.01509. IR analysis of the VDD net gives a maximum drop of 0.09485 mV. The final report gives the core utilization as 0.2428. The detailed-route via count is 736.

The routed wire length per instance is 10.43 um. Of the synthesized area, sequential elements account for 0.4330. The worst setup path is of the reg -> out kind. Sorting the synthesized cells by area gives the leading types as sky130_fd_sc_hd__dfxtp_1, sky130_fd_sc_hd__xnor2_1, sky130_fd_sc_hd__nor2_1.

After synthesis, the chip area reported by Yosys is 924.6 sq um. The largest buffer count on any clock path is 2. STA classifies the critical path endpoint as a primary output. The floorplan has 24 rows. The synthesized cell area is 924.6 sq um. The wire length reported by the detailed router is 1711 um. The main flop type is sky130_fd_sc_hd__dfxtp_1.

Setup repair after global routing left no endpoint under its margin. The script logs the ratio of routed vias to standard cells as 4.488. counter holds more flip-flops than any other register.

In this run the worst path has a maximum fanout of 5. The setup TNS is 0 ps. The commonest cells after synthesis are sky130_fd_sc_hd__dfxtp_1, sky130_fd_sc_hd__nor2_1, sky130_fd_sc_hd__xnor2_1, sky130_fd_sc_hd__a21oi_1, sky130_fd_sc_hd__nor4_1. The met2 track utilization from global routing is 0.06729. The maximum number of pins on one net before global-route repair is 22. The part of the total power dissipated in the clock network is 0.408. The synthesis report gives the async set-or-reset register share as 0. In this run the vertical extent of the chip is 87 um.

The clock slew seen by the registers of the worst setup and hold paths is 70 ps. The die footprint is 0.007569 sq mm. The filler cell count is 460.

Internal power comes to 0.2643 mW.
-- placed cells by master (no fill, tap or decap), types with 5 or more instances in the layout --
master,n
sky130_fd_sc_hd__nor4_1,7
sky130_fd_sc_hd__a21oi_1,7
sky130_fd_sc_hd__inv_1,6
sky130_fd_sc_hd__or3_1,5
sky130_fd_sc_hd__nand2_1,5
sky130_fd_sc_hd__o21ai_0,5
sky130_fd_sc_hd__xnor2_1,9
sky130_fd_sc_hd__dfxtp_1,20
sky130_fd_sc_hd__nand3_1,6
sky130_fd_sc_hd__nor2_1,13
-- final cells by class --
cell class / count / area (sq um) / area share
multi-input cells: 80 / 494.2 / 0.4675
flip-flops and latches: 20 / 400.4 / 0.3787
well taps: 52 / 65.06 / 0.06154
clock buffers: 4 / 55.05 / 0.05207
inverters: 6 / 22.52 / 0.02130
repair buffers: 2 / 20.02 / 0.01893
-- final timing paths --
| kind | slack (ps) | from | endpoint | depth (start not counted) |
|---|---|---|---|---|
| min reg2reg | 490 | counter[0]$_SDFF_PP0_ | counter[0]$_SDFF_PP0_ | 1 |
| max reg2reg | 2530 | counter[0]$_SDFF_PP0_ | counter[18]$_SDFF_PP0_ | 5 |
| max | 1730 | counter[0]$_SDFF_PP0_ | clkout | 6 |
| min | 490 | counter[0]$_SDFF_PP0_ | counter[0]$_SDFF_PP0_ | 1 |
-- power by group through the flow --
stage | clock [mW] | combinational [mW] | sequential (mW)
4_1_cts | 0.139 | 0.0143 | 0.182
5_1_grt | 0.147 | 0.0162 | 0.183
6_report | 0.135 | 0.0138 | 0.182
-- through the flow --
stage | cell area, sq um | total power, mW | hold slack, ps | std cells
floorplan | 924.6 | 0.1943 | 451.0 | 108
global placement | 1002 | 0.2004 | 474.5 | 160
detailed placement | 1002 | 0.2003 | 478.0 | 160
CTS | 1057 | 0.3356 | 494.6 | 164
global route | 1057 | 0.3462 | 539.4 | 164
finish | 1057 | 0.3313 | 487.9 | 164
-- logic make-up after synthesis --
family          share of synthesized area
xor+xnor                          0.09473
mux                               0.01218
simple gates                       0.3193
flops                              0.4330
fa+ha+maj                         0.02706
compound gates                    0.08118
buf+inv                           0.03248
-- worst max-delay path: stages (launching register included) --
cell	delay, ps
sky130_fd_sc_hd__dfxtp_1	350
sky130_fd_sc_hd__inv_1	70
sky130_fd_sc_hd__ha_1	130
sky130_fd_sc_hd__nor4b_1	230
sky130_fd_sc_hd__nand4_1	140
sky130_fd_sc_hd__nor4_1	200
sky130_fd_sc_hd__clkdlybuf4s50_1	510
-- layer usage --
| layer | share of wire | up-vias | routed length, um |
|---|---|---|---|
| met5 | 0 | - | 0 |
| met4 | 0.023 | 0 | 40 |
| met3 | 0.035 | 2 | 60 |
| met2 | 0.38 | 7 | 644 |
| met1 | 0.56 | 332 | 966 |
| li1 | - | 395 | - |
No activity file was given, so power comes from the tool's default toggle rates.
